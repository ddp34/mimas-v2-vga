==> design/flow/run.sh <==
#!/bin/bash
# OpenROAD 26Q1-2900-gdf79404cd8, Yosys 0.63+post, stock flow scripts
make -C /OpenROAD-flow-scripts/flow DESIGN_CONFIG=/design/flow/config.mk WORK_HOME=/design/flow/orfs finish
==> design/flow/config.mk <==
export PLATFORM = sky130hd
export DESIGN_NAME = vga_controller1280x720
export DESIGN_NICKNAME = vga_controller1280x720
export VERILOG_FILES = /design/flow/design.v
export SDC_FILE = /design/flow/constraint.sdc
export NUM_CORES = 4
export LEC_CHECK = 1
export CORE_UTILIZATION = 40
==> design/flow/constraint.sdc <==
current_design vga_controller1280x720

set clk_period 5.7
set clk_io_pct 0.2

create_clock -name clk0 -period $clk_period [get_ports {i_clkPixel}]

set non_clock_inputs [all_inputs -no_clocks]
set_input_delay [expr $clk_period * $clk_io_pct] -clock clk0 $non_clock_inputs
set_output_delay [expr $clk_period * $clk_io_pct] -clock clk0 [all_outputs]
==> design/flow/design.v <==
`timescale 1ns / 1ps
module vga_controller1280x720(
    input wire i_clkPixel,
    output wire o_hSync,
    output wire o_vSync,
    output wire o_active,
    output wire [15:0] o_x,
    output wire [15:0] o_y
    );
    localparam  H_SYNC_FRONT_PORCH = 110;
    localparam  H_SYNC_WIDTH       = 40;
    localparam  H_SYNC_BACK_PORCH  = 220;
    localparam  H_ACTIVE_PIXELS    = 1280;
    localparam  V_ACTIVE_PIXELS    = 720;
    localparam  V_SYNC_FRONT_PORCH = 5;
    localparam  V_SYNC_WIDTH       = 5;
    localparam  V_SYNC_BACK_PORCH  = 20;
    localparam HS_STA = H_SYNC_FRONT_PORCH;               
    localparam HS_END = H_SYNC_FRONT_PORCH + H_SYNC_WIDTH;          
    localparam HA_STA = H_SYNC_FRONT_PORCH + H_SYNC_WIDTH + H_SYNC_BACK_PORCH;     
    localparam VS_STA = V_ACTIVE_PIXELS + V_SYNC_FRONT_PORCH;         
    localparam VS_END = V_ACTIVE_PIXELS + V_SYNC_FRONT_PORCH + V_SYNC_WIDTH;     
    localparam VA_END = V_ACTIVE_PIXELS;              
    localparam LINE   = H_SYNC_FRONT_PORCH + H_SYNC_WIDTH + H_SYNC_BACK_PORCH + H_ACTIVE_PIXELS;              
    localparam SCREEN = V_ACTIVE_PIXELS + V_SYNC_FRONT_PORCH + V_SYNC_WIDTH + V_SYNC_BACK_PORCH;              
    reg[15:0] h_pos;
    reg[15:0] v_pos;
    assign o_hSync = ((h_pos >= HS_STA) & (h_pos < HS_END));
    assign o_vSync = ((v_pos >= VS_STA) & (v_pos < VS_END));
    assign o_active = (h_pos >= HA_STA) & (v_pos < VA_END);
    assign o_x = (h_pos < HA_STA) ? 0 : (h_pos - HA_STA);
    assign o_y = (v_pos >= VA_END) ? (VA_END - 1) : (v_pos);
    always @(posedge i_clkPixel) begin
      if (h_pos == LINE - 1) begin
        h_pos <= 0;
        v_pos <= (v_pos == SCREEN - 1) ? 0 : v_pos + 1;
      end
      else begin
        h_pos <= h_pos + 1;
      end
    end
endmodule
==> results.cfg <==
; generated from flow reports
[outcome]
status = finished clean

[pwr]
ir_drop_mv = 0.0740
p_leak_uw = 0.000951
power_uw = 428
cellPowerDensity_nw_per_um2 = 163

[synthesis]
mappedNetlistArea_um2 = 2240
edf_count = 16
synthDistinctLibCells = 46
syn_inst = 263
ys_area_um2 = 2240
async_flop_share_pct = 0
synthTopCellsByArea = edfxtp_1 21%, dfxtp_1 14%, xnor2_1 10%
avgSynthCellArea_um2 = 8.53
top_area_cell = edfxtp_1
ys_cells = 263
synth.yosys.warnings = 1
top_area_share_pct = 21.4
ys_seq_share_pct = 35.7
ys.flops = 32
flop_cell = edfxtp_1

[drt]
drtPass1Iterations = 4
drtIter0Drc = 67
n_antenna_cell = 0
drc = 0
drt-total-wl_um = 4410
vias = 1748
viasPerCell = 4.92
ant_nets = 0
post_drt_wl_per_cell_um = 12.4

[flow_run]
cap_violations = 0
tool_warnings = 31

[cells_and_area]
fin_util_pct = 50.2
drive_gt1_share_pct = 9.12
regArea_um2 = 801
final_cells = 355
final-comb-area_um2 = 1300
fill_cells = 511
areaGrowthSynthToFinish_pct = 17.3

[global_routing]
grt_pass1_wl_um = 7530
grt_max_degree = 26
grt_use_total_pct = 16.0
antenna_found_initial = 0
first_global_vias = 1614
gr-total-overflow = 0

[clock_tree]
cts_sinks = 32
clock_latency_ns = 0.28
ctsHoldBuffers = 0
cts_max_level = 2
cts-root-buf = clkbuf_8
clk_pin_slew_worst_paths_ns = 0.06
cts_resized = 0
cts_tree = done
post_cts.repair.setup_buffers = 0
cts_buffer_depth = 2
numCtsBuffers = 5

[sta]
hold_viol = 0
fin_setup_tns_ns = 0
relSlewSlack_pct = 43.8
clock_skew_ns = 0.00581
layout_min_cycle_time_ns = 3.68
rsz0062_at_grt = false
final_max_slew_viol_count = 0
max_freq_mhz = 272
tightest_slew_ns = 0.836
whs_ns = 0.531
finalClockPeriodUsage_pct = 64.5
setup_violations = 0

[worst_hold_path]
worstHoldPathType = register to register

[floorplanning]
fp-row-count = 26
fp.dieH_um = 76.9
pin_count = 36
dieArea_um2 = 5910
fp_util_pct = 42.8
die_w_um = 76.9
core_um2 = 5240

[worst_setup_path]
critPathLaunchType = register
worstPathRequired_ns = 4.56
end_kind = output port
crit_type = register to output port
arrival_ns = 2.54
crit_fanout = 9

[placement]
dp.cells = 347
io_buffers = 29
dpl.hpwl_um = 3120
gp_routability_congestion = 0.907
[metal layers]
layer  share of wire, %  track usage, %  vias to the layer above  wire length, um
met3                5.1            3.14                        2              226
li1                   -               -                      924                -
met2                 42            23.8                       47             1860
met4               0.57            2.31                        0               25
met1                 52            25.3                      775             2290
met5                  0               0                        -                0
[final timing paths]
path	start	end	slack, ns	cells past startpoint
worst max-delay path	h_pos[1]	o_x[15]	2.02	7
worst min-delay path	h_pos[0]	h_pos[0]	0.53	1
worst max register to register	v_pos[15]	v_pos[3]	3.49	4
worst min register to register	h_pos[0]	h_pos[0]	0.53	1
[cell usage in the layout (no fill, tap or decap), types with 2 or more instances in the layout]
cell / n
a31oi_1: 3
nor4_2: 2
a211oi_1: 2
nor2_1: 35
inv_1: 12
nor3_1: 5
a21oi_1: 6
nand4_1: 6
o31ai_1: 2
or2_1: 3
o21ai_0: 5
nor2_2: 10
and4_1: 2
edfxtp_1: 16
xor2_1: 9
conb_1: 6
nor2b_1: 2
clkdlybuf4s50_1: 29
dfxtp_1: 16
clkbuf_8: 7
nor4_1: 4
a21o_1: 2
ha_1: 9
and3_1: 7
nand2b_1: 5
xnor2_1: 26
nand3_1: 18
nand2_1: 16
or4_1: 3
[synthesized netlist by cell type, types with 6 or more instances]
master and count:
a21oi_1 6, ha_1 9, nand4_1 6, xor2_1 9
dfxtp_1 16, nor2_1 35, and3_1 7, buf_4 7
inv_1 12, edfxtp_1 16, xnor2_1 26, nand2_1 16
clkbuf_1 10, nand3_1 18, nor2_2 10
[logic make-up (layout without fill, tap and decap cells)]
logic type | count (synthesis) | after routing | synth area share [%]
adder cells (fa/ha/maj) | 9 | 9 | 5.02
other | 1 | 6 | 0.167
flip-flops | 32 | 32 | 35.7
AND-OR/OR-AND | 23 | 23 | 6.31
buffers and inverters | 33 | 50 | 7.20
AND/OR/NAND/NOR | 130 | 130 | 31.9
XOR/XNOR | 35 | 35 | 13.7
[through the flow]
stage	cell area [um2]	setup slack, ns
final	2630	2.02
after global routing	2630	1.80
after CTS	2630	2.03
after detailed placement	2530	2.36
after global placement	2530	2.39
after floorplan	2260	2.96
[layout make-up]
cell class	count	area share (%)
clock buffers	8	3.81
well taps	70	3.33
multi-input cells	203	49.4
repair buffers	30	11.3
inverters	12	1.71
flip-flops and latches	32	30.4
[critical path: stages (launching register included)]
cell             delay [ns]
dfxtp_1                0.51
inv_1                  0.11
ha_1                   0.23
nor2b_1                0.16
o31ai_1                0.39
nor2_1                 0.10
nor4_1                 0.26
clkdlybuf4s50_1        0.51
[power breakdown]
group          internal, uW  switching [uW]  total, uW
Combinational             0          0.0859     0.0864
Clock                   110            79.1        189
Sequential              239               0        239
[sequential cells by signal (all words and copies together), names as in the netlist]
name and count:
h_pos 16, v_pos 16
