==> flow/run.sh <==
#!/bin/bash
# OpenROAD 26Q1-2900-gdf79404cd8, Yosys 0.63+post, stock flow scripts
make -C /OpenROAD-flow-scripts/flow DESIGN_CONFIG=/design/flow/config.mk WORK_HOME=/design/flow/orfs finish
==> flow/config.mk <==
export PLATFORM = sky130hd
export DESIGN_NAME = sram
export DESIGN_NICKNAME = sram
export VERILOG_FILES = /design/flow/design.v
export SDC_FILE = /design/flow/constraint.sdc
export NUM_CORES = 4
export LEC_CHECK = 1
export CORE_UTILIZATION = 50
==> flow/design.v <==
`timescale 1ns / 1ps
module sram #(parameter ADDR_WIDTH=8, DATA_WIDTH=8, DEPTH=256) (
    input wire i_clkRead,
    input wire i_clkWrite,
    input wire [ADDR_WIDTH-1:0] i_readAddr,
    input wire [ADDR_WIDTH-1:0] i_writeAddr,
    input wire i_writeEnable,
    input wire [DATA_WIDTH-1:0] i_dataIn,
    output reg [DATA_WIDTH-1:0] o_dataOut
    );
    reg [DATA_WIDTH-1:0] memory_array [0:DEPTH-1];
    always @(posedge i_clkWrite) begin
      if(i_writeEnable) begin
        memory_array[i_writeAddr] <= i_dataIn;
      end
    end
    always @(posedge i_clkRead) begin
      o_dataOut <= memory_array[i_readAddr];
    end
endmodule
==> flow/constraint.sdc <==
current_design sram

set clk_period 8.3
set clk_io_pct 0.2

create_clock -name clk0 -period $clk_period [get_ports {i_clkRead}]
create_clock -name clk1 -period $clk_period [get_ports {i_clkWrite}]

set non_clock_inputs [all_inputs -no_clocks]
set_input_delay [expr $clk_period * $clk_io_pct] -clock clk0 $non_clock_inputs
set_output_delay [expr $clk_period * $clk_io_pct] -clock clk0 [all_outputs]
==> reports/qor.log <==
INFO  critical_path  critPathLaunchType=primary input
INFO  clock_network  cts_tree=done
INFO  clock_network  cts.hold.buffers_added=0
INFO  cells_and_area fin_area=88,900um2
INFO  floorplan      std_cell_rows=146
INFO  routing        drt_first_pass_iters=5
INFO  global_route   first_global_vias=41,700
INFO  clock_network  post_cts_buffers=0
INFO  routing        wl_per_cell=31.6um
INFO  timing         tightest_slew=1020ps
INFO  critical_path  worst_r2r_path_depth=6
INFO  global_route   grt_antenna_before_repair=7
INFO  critical_path  critical_path_depth=10
INFO  critical_path  cp_cell_sequence=buf_8 -> buf_12 -> buf_12 -> buf_4 -> and2_1 -> a221oi_1 -> o211ai_1 -> nand3_1 -> nor4_1 -> nor4_1
INFO  synthesis      post_synth_main_area_contributors=sky130_fd_sc_hd__edfxtp_1 77%, sky130_fd_sc_hd__mux4_2 13%, sky130_fd_sc_hd__mux2i_1 1.7%
INFO  timing         unrepaired_setup_endpoints_after_global_routing=false
INFO  synthesis      yosysWarningCount=1
INFO  synthesis      compound_area_frac=0.0342
INFO  critical_path  cp.required=8380ps
INFO  synthesis      post_synth_num_cell_types=55
INFO  global_route   largest_net_degree_at_the_start_of_global_routing=128
INFO  timing         slew_violations=0
INFO  timing         finalHoldViolations=0
INFO  synthesis      synthFlopType=sky130_fd_sc_hd__edfxtp_1
INFO  global_route   first_pass_grt_wire_length=285mm
INFO  floorplan      core-area=158,000um2
INFO  synthesis      synthCells=3,733
INFO  timing         setup_viol=0
INFO  synthesis      synth.mux.area_fraction=0.146
INFO  critical_path  cp-startpoint=i_readAddr[1]
INFO  place          gp_routability_congestion=0.898
INFO  critical_path  regToRegEndpoint=o_dataOut[5]
INFO  cells_and_area drive_gt1_frac=0.229
INFO  outcome        status=finished clean
INFO  timing         slew-limit-headroom=0.315
INFO  critical_path  crit_family=buffers and inverters
INFO  synthesis      ys_seq_frac=0.775
INFO  synthesis      post_synth_instance_area=79,600um2
INFO  floorplan      fp.dieW=401um
INFO  synthesis      synth-area-yosys=79,600um2
INFO  critical_path  cp.buffers_inverters=4
INFO  critical_path  crit_path_end_kind=flop
INFO  global_route   globalRouteOverflowTotal=0
INFO  synthesis      post_synth_main_logic_family=multiplexers
INFO  floorplan      core_util_floorplan=0.503
INFO  power          power.density_cell_area=240nW/um2
INFO  critical_path  crit_path_end=o_dataOut[1]
INFO  place          hpwlAfterDp=118mm
INFO  hold_path      min-delay-path-class=in -> reg
INFO  floorplan      number_of_top_level_pins=35
INFO  routing        vias_per_cell=6.15
INFO  clock_network  cts_resized=0
INFO  power          max-vdd-ir-drop=0.234mV
INFO  cells_and_area area.growth.synth_to_final=11.8%
INFO  timing         final.setup.tns=0ps
INFO  cells_and_area mostFrequentLayoutCells=2,048 x sky130_fd_sc_hd__edfxtp_1, 454 x sky130_fd_sc_hd__mux4_2, 279 x sky130_fd_sc_hd__nor2_1, 208 x sky130_fd_sc_hd__clkbuf_16, 148 x sky130_fd_sc_hd__buf_4
INFO  routing        wl=194mm
INFO  power          cellLeakagePower=0.0274uW
INFO  critical_path  reg2reg_from=memory_array[83][5]
INFO  cells_and_area layout_top_cell=sky130_fd_sc_hd__edfxtp_1
INFO  routing        drc=0
INFO  cells_and_area fillCellCount=11,500
INFO  synthesis      yosys_cells=3,733
INFO  routing        ant_nets=0
INFO  critical_path  worstPathMaxFanout=88
INFO  synthesis      avgSynthCellArea=21.3um2
INFO  synthesis      synth_area_leader_cell=sky130_fd_sc_hd__edfxtp_1
INFO  place          placed_cell_area=82,500um2
INFO  clock_network  cts.reportedPaths.clkPinSlew=60ps
INFO  global_route   global_route.usage.total=0.280
INFO  flow_run       max_cap_viol_count=0
INFO  synthesis      netlist.area_leader.share=0.773
INFO  clock_network  clock_sink_count=2,056
INFO  critical_path  timing_worst_setup_path_type=in -> reg
INFO  synthesis      adder_share=0
INFO  synthesis      synth.cellmix.simpleShare=0.0263
INFO  floorplan      die_h=401um
INFO  critical_path  worst_path_max_delay_cell=sky130_fd_sc_hd__nor4_1
INFO  synthesis      synth_xor_xnor_area_share=0
INFO  routing        dr_total_vias=37,800
INFO  synthesis      yosys_register_bits=2,056
INFO  critical_path  cp_slowest_stage_delay=890ps
INFO  critical_path  timing.reg2reg.setup_slack=4950ps
INFO  place          port-buffer-count=33
INFO  critical_path  timing.critical_path.arrival=5380ps
INFO  flow_run       stage_log_warnings=31
INFO  synthesis      async_flop_share=0
INFO  routing        drt_iter0_markers=2,449
INFO  synthesis      edff_count_synth=2,048
INFO  floorplan      die_area=161,000um2
cells in the mapped netlist (10+ instances only):
cell type and instances:
sky130_fd_sc_hd__clkbuf_1 111, sky130_fd_sc_hd__nor4_1 24, sky130_fd_sc_hd__buf_1 22, sky130_fd_sc_hd__o221ai_1 46
sky130_fd_sc_hd__a221oi_1 13, sky130_fd_sc_hd__nor2b_1 31, sky130_fd_sc_hd__o211ai_1 10, sky130_fd_sc_hd__o21ai_0 10
sky130_fd_sc_hd__a22oi_1 133, sky130_fd_sc_hd__buf_6 21, sky130_fd_sc_hd__a211oi_1 16, sky130_fd_sc_hd__nor2_1 282
sky130_fd_sc_hd__buf_2 31, sky130_fd_sc_hd__a21oi_1 96, sky130_fd_sc_hd__buf_4 27, sky130_fd_sc_hd__o22ai_1 28
sky130_fd_sc_hd__nand3_1 34, sky130_fd_sc_hd__nand2_1 33, sky130_fd_sc_hd__mux2i_1 134, sky130_fd_sc_hd__edfxtp_1 2048
sky130_fd_sc_hd__mux4_2 454, sky130_fd_sc_hd__buf_8 13, sky130_fd_sc_hd__nor3_1 22, sky130_fd_sc_hd__nand4_1 10
power by group:
| part | internal [uW] | switching [uW] | leakage, uW |
|---|---|---|---|
| combinational | 354 | 670 | 0.00579 |
| sequential | 11400 | 22.5 | 0.0185 |
| clock | 5060 | 3820 | 0.00314 |
routing by layer:
| layer | global-route usage | vias to the layer above | routed length (um) |
|---|---|---|---|
| li1 | - | 16100 | - |
| met3 | 0.197 | 327 | 31800 |
| met5 | 0.0131 | - | 369 |
| met1 | 0.391 | 19400 | 64700 |
| met4 | 0.0641 | 16 | 5730 |
| met2 | 0.396 | 2047 | 91800 |
sequential cells by signal, summed over array words and instances (netlist names):
| name | cells |
|---|---|
| o_dataOut | 8 |
| memory_array | 2048 |
worst min path at each step:
stage,cells after the start,startpoint,end
finish,1,i_dataIn[4],memory_array[90][4]
global route,1,i_dataIn[4],memory_array[90][4]
CTS,1,i_dataIn[4],memory_array[76][4]
through the flow:
| step | setup WS (ps) | hold slack (ps) | cells | util | power (uW) |
|---|---|---|---|---|---|
| after floorplan | 4700 | 770 | 3733 | - | 12200 |
| after global placement | 2780 | 968 | 5761 | 0.521 | 12700 |
| after detailed placement | 2760 | 988 | 5761 | 0.521 | 12700 |
| after CTS | 2980 | 1210 | 6137 | 0.562 | 21500 |
| after global routing | 2680 | 1240 | 6137 | 0.562 | 22000 |
| final | 3000 | 1260 | 6148 | 0.562 | 21400 |
cell type report:
| class | count | area, um2 | area share |
|---|---|---|---|
| clock inverter | 122 | 1070 | 0.0120 |
| multi-input combinational | 1442 | 16500 | 0.186 |
| tap | 2072 | 2590 | 0.0292 |
| inverter | 2 | 7.51 | 0.0000844 |
| antenna | 11 | 27.5 | 0.000310 |
| clock buffer | 254 | 5380 | 0.0605 |
| timing repair buffer | 189 | 1660 | 0.0187 |
| sequential | 2056 | 61700 | 0.693 |
cell families after synthesis:
group           count (synthesis)
flops                        2056
mux                           591
simple gates                  466
compound gates                385
buf+inv                       235
Power is estimated from default activity; no workload was simulated.
