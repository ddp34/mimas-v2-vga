### flow/run.sh
#!/bin/bash
# OpenROAD 26Q1-2900-gdf79404cd8, Yosys 0.63+post, stock flow scripts
make -C /OpenROAD-flow-scripts/flow DESIGN_CONFIG=/design/flow/config.mk WORK_HOME=/design/flow/orfs finish
### flow/config.mk
export PLATFORM = sky130hd
export DESIGN_NAME = gbc_display_capture
export DESIGN_NICKNAME = gbc_display_capture
export VERILOG_FILES = /design/flow/design.v
export SDC_FILE = /design/flow/constraint.sdc
export NUM_CORES = 4
export LEC_CHECK = 1
export CORE_UTILIZATION = 30
### flow/constraint.sdc
current_design gbc_display_capture

set clk_period 4.1
set clk_io_pct 0.2

create_clock -name clk0 -period $clk_period [get_ports {i_gbcDCLK}]

set non_clock_inputs [all_inputs -no_clocks]
set_input_delay [expr $clk_period * $clk_io_pct] -clock clk0 $non_clock_inputs
set_output_delay [expr $clk_period * $clk_io_pct] -clock clk0 [all_outputs]
### flow/design.v
`timescale 1ns / 1ps
module gbc_display_capture(
  input wire i_gbcDCLK,
  input wire i_gbcSPS,
  input wire i_gbcSPL,
  input wire  [5:0] i_gbcPixelData,
  output wire [14:0] o_vramWriteAddr,
  output wire  [7:0] o_vramDataOut
  );
  localparam  H_PIXELS = 160;
  localparam  V_PIXELS = 144;
  reg[7:0] h_pos;
  reg[7:0] v_pos;
  assign o_vramWriteAddr = (H_PIXELS * v_pos) + h_pos;
  assign o_vramDataOut = {i_gbcPixelData[5],i_gbcPixelData[4],1'b1,i_gbcPixelData[3],i_gbcPixelData[2],1'b1,i_gbcPixelData[1],i_gbcPixelData[0]};
  always @(negedge i_gbcDCLK or negedge i_gbcSPS or posedge i_gbcSPL) begin
    if (~i_gbcSPS) begin
      h_pos <= 0;
      v_pos <= 0;
    end
    else if (i_gbcSPL) begin
      h_pos <= 0;
    end
    else begin
      if (h_pos == H_PIXELS) begin
        h_pos <= 0;
        if (v_pos == V_PIXELS) begin
          v_pos <= 0;
        end
        else
          v_pos <= v_pos + 1;
      end
      else
        h_pos <= h_pos + 1;
    end
  end
endmodule
==> flow_summary.toml <==
# implementation run metrics
[setup_path]
slowest_delay_ps = 570
critPathCaptureType = "primary output"
r2r_cells = 8
critPathSlowestCell = "dfbbn_1"
r2r-end = "v_pos[7]"
worst-path-buf-inv = 2
crit_fanout = 2
cp_data_arrival_time_ps = 4710
path_cells = "ha_1 > ha_2 > fa_2 > a211oi_2 > nor2_1 > xor2_1 > buf_4 > nand4_4 > xnor2_1 > buf_2"
cp-start-kind = "register"
startpoint = "v_pos[3]"
r2r_start = "v_pos[0]"
r2r_slack_ps = 2180
critical_path.top_delay_family = "adder cells"
required_ps = 3280
crit_type = "reg2out"

[timing]
finalSetupViolCount = 10
hold_viol = 0
worst_slew_pin_slew_ps = 495.3
rsz0062_at_grt = "yes"
clock-skew-final_ps = 1.757
timing.slew.headroom_pct = 66.68
tns_ps = -10120
slew_violations = 0
setup_slack_ps = -1432

[power]
leakage_nw = 1.079
ir_worst_vdd_uv = 113.9
finalPower_mw = 0.3301
combinationalPowerShare_pct = 3.3
p_per_area_nw_per_um2 = 139.4
p_sw_mw = 0.06301
p_sw_share_pct = 19.09
clkPwrFrac_pct = 43.0
share_seq_of_total_power_pct = 53.7
internal_power_mw = 0.2671

[min_path]
whs_path_depth = 2
hp-class = "reg2reg"
min_to = "h_pos[0]"
worstHoldStart = "h_pos[0]"

[final_layout]
drive_gt1_share_pct = 42.79
post-route-util_pct = 46.37
lay_top_cells = "buf_4 (41), inv_1 (14), nor2_1 (12), nand2_1 (12), ha_1 (12)"
instances_no_fill = 299
layout-area-overhead-vs-synth_pct = 49.06
lay_top_count = "buf_4"

[synthesis]
ys_cells = 173
synth_top_area_share_pct = 16.38
synth.cell_area_um2 = 1589
synth_warnings = 4
ys.flops = 16
syn-mean-instance-area_um2 = 9.185
ys_seq_share_pct = 28.98
yosysTopAreaCell = "dfbbn_1"
synth_cells = 173
topCellsByArea = "dfbbn_1 (16%), ha_1 (15%), dfrtn_1 (13%)"
ys_area_um2 = 1589
ys_types = 39

[clock_network]
cts-buffers-inserted = 3
cts_tree = "built"
clockBufferDepth = 2
clk_pin_slew_ps = 50
ctsHtreeMaxLevel = 1
cts.sinks = 16
root_buffer = "clkbuf_8"
worstSkewPairLatency_ps = 260

[global_route]
grt_max_degree = 12
grt_usage_pct = 13.59
grt_pass1_wl_um = 5947
antenna_found_initial = 0
overflow = 0
grt_pass1_vias = 1390

[status]
status = "finished, violations left"
violations = "negative setup slack"

[route]
diodes = 0
routedWlPerCell_um = 11.61
drtAntennaViolNets = 0
dr.pass1.iters = 4
drc = 0
drt_iter0_markers = 34
vias = 1401
wl_um = 3471
via_per_inst = 4.686

[die]
num_rows = 26
dieHeight_um = 74.78
floorplan.core_util_pct = 31.11
pin_count = 32
die_x_um = 74.78
chip_area_um2 = 5592
core_um2 = 5107

[place]
dpl.cell_count = 278
place_congestion = 0.8202
io_buffer_count = 17
place_hpwl_um = 2388

[run]
warnings = 36
maxCapViolCount = 0
-- worst max path at each step --
stage                endpoint  cells after the start
4_1_cts   o_vramWriteAddr[14]                     10
6_report  o_vramWriteAddr[14]                     10
5_1_grt   o_vramWriteAddr[13]                     10
-- power by group through the flow --
stage	clock, mW	sequential, mW	combinational (mW)
after CTS	0.146	0.177	0.0113
after global routing	0.154	0.177	0.0120
final	0.142	0.177	0.0108
-- layer usage --
layer	wire, um	vias up	share of wire [%]	track usage [%]
met5	0	-	0	0
li1	-	700	-	-
met4	25	0	0.72	1.677
met2	1572	25	45	22.02
met1	1776	674	51	21.05
met3	96	2	2.8	1.085
-- final cells by class --
cell class	instances	area, um2
fillers	473	2739
flip-flops and latches	16	460.4
clock buffers	4	55.05
multi-input cells	126	1169
inverters	15	56.30
repair buffers	68	540.5
well taps	70	87.58
-- flip-flops by register name, summed over array words and instances, names as in the netlist --
| name | cells |
|---|---|
| h_pos | 8 |
| v_pos | 8 |
-- synth_stat cells --
master     instances
and3b_2            1
and4_1             1
a21o_1             1
a21oi_1            4
o2111ai_1          1
xnor2_1           14
fa_1               2
a31oi_1            3
or4b_4             1
nor3b_1            1
and3_1             2
a21boi_0           8
o2111ai_2          1
nand4_1            5
a211oi_1           1
nand3_1            4
o21ai_0            8
nand4bb_1          1
conb_1             1
buf_4             14
and2_1             1
xor2_1             6
nor3_1             2
nor4_1             1
nor2_1            14
mux2_2             1
inv_1             15
nand4_2            1
nand2_1           13
nor4b_2            1
clkbuf_1           3
o211ai_1           1
nor2b_1            2
a211oi_2           1
or2_2              1
ha_1              19
o21ai_1            1
dfrtn_1            8
dfbbn_1            8
-- cell families after synthesis --
logic type,count (synthesis),share of synthesized area (%)
and+or+nand+nor,52,17.95
adders and majority gates,21,17.48
DFF,16,28.98
other,1,0.2360
muxes,1,0.7086
buffers and inverters,32,10.87
xor gates and xnor gates,20,11.02
AOI/OAI and AO/OA,30,12.76
-- through the flow --
step	hold slack (ps)	cell area (um2)	setup slack [ps]
floorplan	400.4	1659	-964.0
global placement	443.8	2056	-1477
detailed placement	442.8	2056	-1488
CTS	526.6	2310	-1505
global route	555.1	2369	-1595
finish	522.1	2369	-1432
-- timing repair --
item | CTS | global route
pin swaps | 21 | 15
gates cloned | 0 | 0
endpoints found under the setup margin | 15 | 10
hold buffers | 0 | 0
setup buffers | 17 | 4
gates resized | 50 | 12
-- tightest hold or removal path: cells and delay by family (launching register included) --
family | cells | cell delay, ps
buffers and inverters | 1 | 160
DFF | 1 | 350
and+or+nand+nor | 1 | 90
Power and IR drop assume default switching activity.
